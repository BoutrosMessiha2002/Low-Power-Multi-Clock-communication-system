==> flow/design.v <==
module FIFO_top(
  input [7:0] wdata,
  input winc,
  input wclk,
  input wrst_n,
  input rclk,
  input rrst_n,
  input rinc,
  output [7:0] rdata,
  output rempty,
  output wfull
  );
  wire [3:0] wptr;
  wire [3:0] rq2_wptr;
  wire [2:0] waddr;
  wire [2:0] raddr;
  wire [3:0] rptr;
  wire [3:0] wq2_rptr;
  wire wclken;
  wire [3:0] wptr_gray;
  wire [3:0] rptr_gray;
  B2G_encoder encoder1
  (
  .binary(wptr),
  .gray(wptr_gray)
  );
    B2G_encoder encoder2
  (
  .binary(rptr),
  .gray(rptr_gray)
  );
  FIFO_RD U_FIFO_RD(
  .rclk(rclk),
  .rrst_n(rrst_n),
  .rinc(rinc),
  .rempty(rempty),
  .raddr(raddr),
  .rptr(rptr),
  .rptr_gray(rptr_gray),
  .rq2_wptr(rq2_wptr)
  );
  FIFO_WR U_FIFO_WR(
  .wclk(wclk),
  .wrst_n(wrst_n),
  .winc(winc),
  .wfull(wfull),
  .waddr(waddr),
  .wptr_gray(wptr_gray),
  .wptr(wptr),
  .wq2_rptr(wq2_rptr),
  .wclken(wclken)
  );
  FIFO_MEM_CTRL U_FIFO_MEM_CTRL(
  .wdata(wdata),
  .wclken(wclken),
  .waddr(waddr),
  .wclk(wclk),
  .raddr(raddr),
  .rdata(rdata),
  .wfull(wfull),
  .RST(wrst_n)
  );
  DF_SYNC U_DF_SYNC_RD(
  .CLK(rclk),
  .RST(rrst_n),
  .ASYNC(wptr_gray),
  .SYNC(rq2_wptr)
  );
  DF_SYNC U_DF_SYNC_WR(
  .CLK(wclk),
  .RST(wrst_n),
  .ASYNC(rptr_gray),
  .SYNC(wq2_rptr)
  );
endmodule
module B2G_encoder(
  input [3:0] binary,
  output reg [3:0] gray);
  always @(*)
  begin
    case (binary)
      4'b0000: gray=4'b0000;
      4'b0001: gray=4'b0001;
      4'b0010: gray=4'b0011;
      4'b0011: gray=4'b0010;
      4'b0100: gray=4'b0110;
      4'b0101: gray=4'b0111;
      4'b0110: gray=4'b0101;
      4'b0111: gray=4'b0100;  
      4'b1000: gray=4'b1100;
      4'b1001: gray=4'b1101;
      4'b1010: gray=4'b1111;
      4'b1011: gray=4'b1110;
      4'b1100: gray=4'b1010;
      4'b1101: gray=4'b1011;
      4'b1110: gray=4'b1001;
      4'b1111: gray=4'b1000;
    endcase
  end
endmodule
module DF_SYNC (
input    wire                      CLK,
input    wire                      RST,
input    wire    [3:0]   ASYNC,
output   reg     [3:0]   SYNC 
);
reg   [1:0] sync_reg [3:0] ;
integer  I ;
always @(posedge CLK or negedge RST)
 begin
  if(!RST)      
   begin
     for (I=0; I<4; I=I+1)
      sync_reg[I] <= 'b0 ;
   end
  else
   begin
    for (I=0; I<4; I=I+1)
     sync_reg[I] <= {sync_reg[I][0],ASYNC[I]};   
        end  
 end
always @(*)
 begin
  for (I=0; I<4; I=I+1)
    SYNC[I] = sync_reg[I][1] ; 
 end  
endmodule
module FIFO_MEM_CTRL #(parameter DATA_WIDTH=8)(
  input [DATA_WIDTH-1:0] wdata,
  input wclken,
  input [2:0] waddr,
  input wclk,
  input [2:0] raddr,
  output [DATA_WIDTH-1:0] rdata,
  input wfull,
  input RST
  );
  reg [DATA_WIDTH-1:0] write_reg [7:0]; 
  integer i;
  always @(posedge wclk or negedge RST)
  begin
    if(!RST)
      begin
        for(i=0;i<DATA_WIDTH;i=i+1)
      write_reg[i]<='b0;
    end  
  else if(wclken)
      begin
        write_reg[waddr]<=wdata;
      end
  end
  assign rdata=write_reg[raddr];
endmodule
module FIFO_RD(
  input rinc,
  input rclk,
  input rrst_n,
  input [3:0] rq2_wptr,
  input [3:0] rptr_gray,
  output  rempty,
  output [2:0] raddr,
  output reg [3:0] rptr 
  );
  always @(posedge rclk or negedge rrst_n)
  begin
    if(!rrst_n)
      begin
        rptr<=4'b0;
      end
    else if(rinc&&!rempty)
      begin
        rptr<=rptr+1;
    end
  end
  assign raddr=rptr[2:0];
  assign  rempty=(rq2_wptr==rptr_gray);
endmodule
module FIFO_WR(
  input winc,
  input wclk,
  input wrst_n,
  input [3:0] wq2_rptr,
  input [3:0] wptr_gray,
  output  wfull,
  output [2:0] waddr,
  output reg [3:0] wptr,
  output  wclken
  );
  always @(posedge wclk or negedge wrst_n)
  begin
    if(!wrst_n)
      begin
        wptr<=4'b0;
      end
    else if(winc&&!wfull)
      begin
      wptr<=wptr+1;
        end
end
  assign waddr=wptr[2:0];
 assign wfull=(wptr_gray[3]!=wq2_rptr[3])&&(wptr_gray[2]!=wq2_rptr[2])&&(wptr_gray[1:0]==wq2_rptr[1:0]);
  assign wclken=winc&!(wfull);
endmodule
==> flow/run.sh <==
#!/bin/bash
# OpenROAD 26Q1-2900-gdf79404cd8, Yosys 0.63+post, stock flow scripts
make -C /OpenROAD-flow-scripts/flow DESIGN_CONFIG=/design/flow/config.mk WORK_HOME=/design/flow/orfs finish
==> flow/config.mk <==
export PLATFORM = sky130hd
export DESIGN_NAME = FIFO_top
export DESIGN_NICKNAME = FIFO_top
export VERILOG_FILES = /design/flow/design.v
export SDC_FILE = /design/flow/constraint.sdc
export NUM_CORES = 4
export LEC_CHECK = 1
export CORE_UTILIZATION = 30
==> flow/constraint.sdc <==
current_design FIFO_top

set clk_period 3.6
set clk_io_pct 0.2

create_clock -name clk0 -period $clk_period [get_ports {rclk}]
create_clock -name clk1 -period $clk_period [get_ports {wclk}]

set non_clock_inputs [all_inputs -no_clocks]
set_input_delay [expr $clk_period * $clk_io_pct] -clock clk0 $non_clock_inputs
set_output_delay [expr $clk_period * $clk_io_pct] -clock clk0 [all_outputs]
==> results.txt <==
Results of the full flow below.

Run status:
- The run finished with clean final reports.

Pwr:
- The share of total power dissipated in sequential elements is 0.364.
- In the power breakdown, the internal column shows 0.00339 W.
- The run gives the power density over cell area as 1030 mW/mm^2.
- Switching power as a fraction of the total was reported as 0.316.
- The run puts the leakage power total at 2.06 nW.
- The analysis reports a worst IR drop on VDD of 0.309 mV.
- The run gives the total power draw as 0.00495 W.
- The run puts the switching component of the power at 0.00157 W.
- The run gives the combinational share of power as 0.415.
- The run gives the clock network fraction of total power as 0.221.

Floorplanning:
- The floorplan has 42 rows.
- The run gives the boundary pin count as 24.
- The run gives the area inside the core boundary as 0.0132 mm^2.
- The run puts the initial core utilization at 0.308.
- The die is 119 um tall.
- The run puts the full die area at 0.0140 mm^2.
- The run puts the horizontal extent of the die at 119 um.

Yosys:
- During synthesis, Yosys emitted a total of 7 warnings.
- The synthesized netlist contains 36 unique library cells.
- Yosys reported that registers with async set or reset make up 1.00.
- Of all cell types, the one taking the most synthesized area is dfrtp_1.
- Yosys attributes the largest share of cell area to dfrtp_1, mux2_2, mux2_4, ha_1, a222oi_1.
- The run puts the share of the synthesized area in the top cell type at 0.541.
- The run gives the chip area estimate from yosys synthesis as 0.00407 mm^2.
- In this run, synthesis inferred 0 flip-flops with an integrated enable.
- Of the synthesized area, sequential elements account for 0.541.
- The synthesized netlist was found by Yosys to have 285 cells.
- The run puts the synthesized area per cell at 14.3 um^2.
- Post-synth the commonest register cell is dfrtp_1.
- Counting instances in the post-synthesis netlist gives the leading cell types as dfrtp_1, mux2_2, mux2_4.
- The synthesis stats list as the most numerous cell dfrtp_1.
- The run puts the number of standard cells after synthesis at 285.
- The run puts the post-synthesis register bit count at 88.
- The mapped netlist covers 0.00407 mm^2.

Global route:
- The run puts the total track usage at 0.132.
- The global route stage reports its total congestion overflow as 0.
- The run puts the number of global-route vias before repair at 2,474.
- The run gives the pin count of the biggest net entering global routing as 51.
- The run puts the initial antenna violation count at 0.
- The run puts the wire length of the first global-routing pass at 13.8 mm.

Critical path:
- Tracing the worst setup path back leads to its startpoint at U_FIFO_RD.rptr[1]$_DFFE_PN0P_.
- STA classifies the critical path endpoint as a primary output.
- STA classifies the critical path startpoint as a flop.
- Per the timing report, the most critical flop-to-flop path originates at U_FIFO_WR.wptr[2]$_DFFE_PN0P_.
- The run puts the worst-path maximum fanout at 12.
- The run gives the path type of the worst setup path as reg2out.
- The run gives the arrival time at the worst endpoint as 2.62 ns.
- The run puts the required arrival time at the worst endpoint at 2.88 ns.

Detailed routing:
- In the routed netlist, the antenna diode instances number 0.
- The run puts the aggregate routed wire length at 8.34 mm.
- The run gives the remaining design rule violation count as 0.
- The violation tally recorded at the end of detailed-routing iteration 0 is 121.
- The run gives the number of iterations in the first detailed-routing pass as 7.
- The run gives the detailed-route via count as 2,300.
- The run gives the average vias per placed instance as 4.71.
- The script logs the mean routed wire length per placed instance as 17.1 um.
- The run puts the number of antenna-violating nets in the routed design at 0.

Clock tree:
- The clock tree has to reach 88 sinks.
- The run gives the number of cells upsized or downsized after cts as 0.
- The run puts the clock-pin transition on the worst setup and hold timing paths at 0.04 ns.
- The run puts the post-cts hold buffer count at 0.
- TritonCTS built the clock tree.
- The run gives the number of buffers added for setup after CTS as 0.

Timing:
- The last timing report of the flow puts the setup violation total at 0.
- The run puts the setup clock skew after layout at 0.00605 ns.
- The run gives the max-slew violation count as 0.
- In this run the tightest slew margin relative to its limit is 0.567.
- Setup repair after global routing left no endpoint under its margin.
- For the final routed database, the setup TNS stands at 0 ns.
- The run puts the setup slack of the critical path after layout at 0.262 ns.
- The run gives the slew of the pin with the lowest slew margin as 0.650 ns.
- Hold is met by 0.348 ns.
- The final hold violation count recorded for this run is 0.

Place:
- The run gives the worst slack at placement as 0.547 ns.
- The run gives the routability congestion estimate as 0.773.
- Buffers placed on the I/O ports in this run total 22.
- The run puts the instance area after placement at 0.00443 mm^2.
- The run gives the detailed placer's ending HPWL as 5.46 mm.

Cells and area:
- Per the layout report, the design carries 1,246 filler cells.
- The run gives the fraction of layout cells with a size suffix above 1 as 0.362.
- In this run the layout overhead on the synthesized area is reported as 18.0%.
- The run gives the post-route standard cell area excluding fillers as 0.00481 mm^2.
- The run gives the number of flip-flops in the largest register as 64.

Hold path:
- The most critical min-delay path falls under reg2reg.
- Looking at hold timing, the worst path starts from U_DF_SYNC_RD.sync_reg[3][0]$_DFF_PN0_.

Run:
- The run puts the tally of OpenROAD warnings at 34.
- In this run the maximum-capacitance check reported violations numbering 0.
per-stage QoR:
step	instances	util
floorplan	285	-
global placement	469	0.335
detailed placement	469	0.335
CTS	488	0.363
global route	488	0.363
finish	488	0.363
critical path, cell delays in order (launching register included):
cell and delay, ns:
dfrtp_1 0.41, inv_1 0.10, ha_1 0.56, nor2b_1 0.34, a222oi_1 0.11, a41oi_1 0.34, clkdlybuf4s50_1 0.53
power by group through the flow:
| stage | registers [W] | clock network (W) | logic, W |
|---|---|---|---|
| 4_1_cts | 0.00180 | 0.00111 | 0.00208 |
| 5_1_grt | 0.00187 | 0.00116 | 0.00225 |
| 6_report | 0.00180 | 0.00109 | 0.00205 |
metal layers:
metal | global-route usage | part of all wire | up-vias
met5 | 0 | 0 | -
met4 | 0.0214 | 0.016 | 0
met3 | 0.0369 | 0.051 | 13
met2 | 0.199 | 0.46 | 47
met1 | 0.198 | 0.47 | 1177
li1 | - | - | 1063
layout by cell type (no fill, tap or decap), drive strengths merged, types with 3 or more instances in the layout:
cell type / netlist / final
buf: 10 / 6
dfrtp: 88 / 88
clkdlybuf4s50: 0 / 21
nand2: 12 / 12
clkbuf: 9 / 12
nor2: 10 / 10
and3: 5 / 5
and2: 4 / 4
a41oi: 6 / 6
xor2: 3 / 3
ha: 14 / 14
o21ai: 4 / 4
xnor2: 9 / 9
mux2: 77 / 77
inv: 7 / 8
a221oi: 4 / 4
clkinvlp: 0 / 3
a222oi: 8 / 8
area by class of cell:
class                      count  area [um^2]  area share
clock buffer                  12          300      0.0625
clock inverter                 7         75.1      0.0156
inverter                       7         26.3     0.00547
multi-input combinational    171         1730       0.359
sequential                    88         2200       0.458
tap                          176          220      0.0458
timing repair buffer          27          255      0.0531
final timing paths:
path                                                          endpoint  slack (ns)  cells after the start
max                                                           rdata[7]        0.26                      6
min                              U_DF_SYNC_RD.sync_reg[3][1]$_DFF_PN0_        0.35                      0
max reg2reg                U_FIFO_MEM_CTRL.write_reg[1][3]$_DFFE_PN0P_        1.21                      5
min reg2reg                      U_DF_SYNC_RD.sync_reg[3][1]$_DFF_PN0_        0.35                      0
max in group clk1          U_FIFO_MEM_CTRL.write_reg[1][3]$_DFFE_PN0P_        1.21                      5
max in group asynchronous  U_FIFO_MEM_CTRL.write_reg[6][1]$_DFFE_PN0P_        2.37                      2
min in group clk1                U_DF_SYNC_WR.sync_reg[1][1]$_DFF_PN0_        0.35                      0
min in group asynchronous                U_FIFO_WR.wptr[0]$_DFFE_PN0P_        0.42                      1
kinds of logic (layout without fill, tap and decap cells):
logic type,Yosys count,count (layout),synth area share
AND/OR/NAND/NOR,37,37,0.0485
multiplexers,79,79,0.240
flip-flops,88,88,0.541
AND-OR/OR-AND,28,28,0.0608
buffers and inverters,26,53,0.0353
XOR/XNOR,13,13,0.0319
adder cells (fa/ha/maj),14,14,0.0430
Power is estimated from default activity; no workload was simulated.
