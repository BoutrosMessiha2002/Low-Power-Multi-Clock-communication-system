`flow/design.v`:
```
module RegFile #(parameter WIDTH = 8, DEPTH = 16, ADDR = 4 )
(
input    wire                CLK,
input    wire                RST,
input    wire                WrEn,
input    wire                RdEn,
input    wire   [ADDR-1:0]   Address,
input    wire   [WIDTH-1:0]  WrData,
output   reg    [WIDTH-1:0]  RdData,
output   reg                 RdData_VLD,
output   wire   [WIDTH-1:0]  REG0,
output   wire   [WIDTH-1:0]  REG1,
output   wire   [WIDTH-1:0]  REG2,
output   wire   [WIDTH-1:0]  REG3
);
integer I ; 
reg [WIDTH-1:0] regArr [DEPTH-1:0] ;    
always @(posedge CLK or negedge RST)
 begin
   if(!RST)   
    begin
	 RdData_VLD <= 1'b0 ;
	 RdData     <= 'b0 ;
      for (I=0 ; I < DEPTH ; I = I +1)
        begin
		 if(I==2)
          regArr[I] <= 'b100000_01 ;
		 else if (I==3) 
          regArr[I] <= 'b0010_0000 ;
         else
          regArr[I] <= 'b0 ;		 
        end
     end
   else if (WrEn && !RdEn)  
     begin
      regArr[Address] <= WrData ;
     end
   else if (RdEn && !WrEn)  
     begin    
       RdData <= regArr[Address] ;
	   RdData_VLD <= 1'b1 ;
     end  
   else
     begin
	   RdData_VLD <= 1'b0 ;
     end	 
  end
assign REG0 = regArr[0] ;
assign REG1 = regArr[1] ;
assign REG2 = regArr[2] ;
assign REG3 = regArr[3] ;
endmodule
```
`flow/run.sh`:
```
#!/bin/bash
# OpenROAD 26Q1-2900-gdf79404cd8, Yosys 0.63+post, stock flow scripts
make -C /OpenROAD-flow-scripts/flow DESIGN_CONFIG=/design/flow/config.mk WORK_HOME=/design/flow/orfs finish
```
`flow/config.mk`:
```
export PLATFORM = sky130hd
export DESIGN_NAME = RegFile
export DESIGN_NICKNAME = RegFile
export VERILOG_FILES = /design/flow/design.v
export SDC_FILE = /design/flow/constraint.sdc
export NUM_CORES = 4
export LEC_CHECK = 1
export CORE_UTILIZATION = 50
```
`flow/constraint.sdc`:
```
current_design RegFile

set clk_period 2.0
set clk_io_pct 0.2

create_clock -name clk0 -period $clk_period [get_ports {CLK}]

set non_clock_inputs [all_inputs -no_clocks]
set_input_delay [expr $clk_period * $clk_io_pct] -clock clk0 $non_clock_inputs
set_output_delay [expr $clk_period * $clk_io_pct] -clock clk0 [all_outputs]
```
==> summary.txt <==
This note records the results obtained with Yosys and OpenROAD.

Run status
The flow ran to the end, and the final reports show no timing, DRC or antenna violations.

Logic synthesis
The sequential share of the synthesized area is 54.5%. The most used flip-flop cell is dfrtp_1. The fraction of post-synthesis cell area in the top cell type by area is 53.2%. The number of unique standard cell types used by synthesis is 41. Synthesis produced 472 cells. The mapped netlist covers between 6000 and 7000 sq um. In the Yosys report the total cell count is 472.

The biggest area contributor in the post-synthesis netlist is dfrtp_1. The count of warnings emitted by yosys is 2. The number of enable flip-flop cells is 0. For this run, the chip area from Yosys synthesis comes to 6300 sq um. In the synthesized netlist the async set-or-reset flop fraction comes to 100%. Ranked by instance count, the synthesized netlist is headed by dfrtp_1 (134), mux2_2 (129), mux2i_1 (22), nand2_1 (22), clkbuf_1 (19). The synthesis report lists the most area-consuming cells as dfrtp_1 (53%), mux2_2 (23%), mux2i_1 (3.5%), mux4_2 (1.8%), a221oi_1 (1.5%). Each instance of the synthesized netlist takes up on average roughly 13 sq um.

In this run, synthesis produced a sequential element count of 137. The most common cell in the synthesized netlist is dfrtp_1.

Min path
The end point of the most critical hold path is RdData_VLD$_DFFE_PN0N_. The number of cells on the worst hold path is 2. Note that the worst hold path type here is reg -> reg.

The start point of the worst min-delay path is RdData_VLD$_DFFE_PN0N_.

Route
For this sky-water flow run, the detailed-routed wirelength per cell is reported as between 20 and 25 um. The total number of vias is 4,394. The detailed router finished its first iteration with approximately 220 violations.

The DRC violation total left in the routed layout is recorded as 0. The detailed-routing iteration count for the pre-antenna-repair pass is 4. Summed over all layers, the routed wires come to ~16 mm. The number of nets still failing antenna checks after routing is 0.

The number of vias per cell is about 5.7. The routed design ends up with an antenna cell count of 0.

Critical path
The signal on the critical path passes through clkdlybuf4s50_1 -> buf_4 -> buf_4 -> nand2b_1 -> o22ai_1 -> a221oi_1 -> a31oi_1. The capture point of the worst register-to-register path is recorded as RdData[5]$_DFFE_PN0P_. The startpoint of the worst register-to-register path is regArr[8][5]$_DFFE_PN0P_.

For this design, the slowest cell found on the critical path is clkdlybuf4s50_1. The kind of critical path is in -> reg. The highest cell delay on the worst timing path is 510 ps.

Counting cells, the worst reg-to-reg path comes to 4. According to the timing report, the arrival time at the worst endpoint equals 2200 ps. The type of destination of the critical path is a flop. The most frequent cell on the critical path is buf_4. STA lists the maximum fanout along the critical path as 7.

The worst register-to-register path has a setup slack of 470 ps. STA classifies the critical path startpoint as an input port. The required time at the endpoint of the critical path is 2270 ps.

Floorplan
The placeable core region is 12,200 sq um. The share of the core area taken by cells at floorplan is 51.8%. For reference, the placement row count at floorplan is 40. Per the OpenROAD floorplan log, the width of the die is 114 um. For this design the top-level I/O count stands at 57. The area of the die is 13,000 sq um. The die span in y is 114 um.

Clocking
The clock slew seen by the registers of the worst setup and hold paths is 60 ps. The insertion delay to the later sink of the worst-skew pair is approximately 410 ps. Counting every sink on the clock net gives 137. The clock H-tree reported by CTS has 4 levels. TritonCTS built the clock tree. The number of buffers created by CTS is 17. The largest buffer count on any clock path is 2.

Per the CTS log, the root buffer master is clkbuf_16.

Pwr
The power per cell area is 993 nW/um^2. In this run switching power makes up 24.2% of total power. The power spent charging and discharging nets is 1.99 mW. The cell-internal power is around 6.2 mW. Of the total power, combinational logic draws 16.9%. In this run, flip-flops and latches consume 43.9% of the power.

The analysis reports a worst IR drop on VDD of 984 uV. Power comes to 8.22 mW. Looking at the power breakdown, the clock network takes 39.2% of the total. The power report puts the leakage power at 3.69 nW.

Placed design
In the placement report, post-DP HPWL is listed as 11.3 mm. The number of I/O port buffers is approximately 56. Per the gpl log, the routability congestion estimate is 0.887. The placed cell area is 7610 sq um.

The post-place setup slack is -340 ps.

GRT
Entering global routing, the biggest net connects between 40 and 50 pins. The global route stage reports its total congestion overflow as 0. The initial antenna violation count is 0.

Global routing used approximately 28% of the available tracks. The first global-routing pass estimated 25.5 mm of wire. The via count of the first global-routing pass is 4,634.

Timing
The transition time at the pin with the least slew margin is roughly 650 ps. The max-slew check reports its worst relative slack as 56.0%. The final period utilization is around 96%.

The tightest hold margin is 488 ps. Per the final report, max-transition violations number 0. The final hold violation count is 0. After layout, the setup clock skew is reported as 3.34 ps.

The worst setup margin is 77.6 ps. The minimum clock period is 1920 ps. The summed negative setup slack over all endpoints is 0 ps.

Setup repair after global routing left no endpoint under its margin. The final-report setup violation count is 0. The highest clock rate this design can be run at is 0.520 GHz.

Cells and area
The fraction of layout cells with a size suffix above 1 is 42.4%. The final layout report lists a filler cell count of 902. The area overhead of the layout relative to synthesis is 31.4%. For the completed layout, the total cell area is recorded as 8280 sq um.

Job
The count of tool warnings is 26. The number of maximum-capacitance violations recorded for the run is 0.
worst max-delay path by stage:
stage,end,from,depth (start not counted)
final,RdData[0]$_DFFE_PN0P_,Address[1],7
after global routing,RdData[7]$_DFFE_PN0P_,Address[1],7
after CTS,RdData[7]$_DFFE_PN0P_,Address[1],7
sequential cells by signal, summed over array words and instances (netlist names):
register / count
RdData: 8
regArr: 128
RdData_VLD: 1
timing repair:
item / CTS / global route
buffers inserted: 0 / 0
hold endpoints to repair: 45 / 0
setup endpoints to repair: 0 / 1
hold buffers: 2 / 0
gates resized: 0 / 1
area by class of cell:
cell class | count | area, sq um | share of cell area, %
sequential | 137 | 3430 | 41.5
multi-input combinational | 301 | 2700 | 32.6
timing repair buffer | 130 | 1310 | 15.8
clock buffer | 19 | 453 | 5.47
tap | 168 | 210 | 2.54
clock inverter | 13 | 166 | 2.01
inverter | 2 | 7.51 | 0.0907
worst max-delay path: cells and delay by family:
kind,cells,cell delay (ps)
AOI/OAI and AO/OA,3,680
buffers and inverters,3,830
and+or+nand+nor,1,270
kinds of logic (layout without fill, tap and decap cells):
family	Yosys count	in the layout	share of synthesized area, %
buffers and inverters	34	164	2.76
multiplexers	157	157	28.5
flip-flops	137	137	54.5
AND-OR/OR-AND	72	72	7.87
AND/OR/NAND/NOR	72	72	6.36
stage by stage:
| step | cells | util (%) |
|---|---|---|
| 3_3_place_gp | 736 | 62.6 |
| 6_report | 770 | 68.1 |
| 2_1_floorplan | 472 | - |
| 4_1_cts | 770 | 68.0 |
| 5_1_grt | 770 | 68.1 |
| 3_5_place_dp | 736 | 62.6 |
power by group through the flow:
stage / sequential, mW / combinational (mW) / clock (mW)
4_1_cts: 3.61 / 1.40 / 3.28
5_1_grt: 3.67 / 1.51 / 3.41
6_report: 3.61 / 1.39 / 3.23
layout by cell type, fill, tap and decap left out, types with 9 or more instances in the layout:
master           count
a21oi_1              9
a221oi_1            11
a31oi_1              9
buf_12              14
buf_4               58
clkbuf_16           17
clkdlybuf4s50_1     54
dfrtp_1            134
mux2_2             129
mux2i_1             22
nand2_1             22
nand3_1              9
o21ai_0             12
o22ai_1             15
layer usage:
layer	routed length (um)	vias up	GRT usage [%]
li1	-	2001	-
met1	7000	2254	42.2
met2	7850	128	44.2
met3	1010	11	6.58
met4	215	0	3.46
met5	0	-	0
No activity file was given, so power comes from the tool's default toggle rates.
