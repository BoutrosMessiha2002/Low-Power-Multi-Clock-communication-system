$ cat ./config.mk
export PLATFORM = sky130hd
export DESIGN_NAME = UART_RX_top
export DESIGN_NICKNAME = UART_RX_top
export VERILOG_FILES = /design/flow/design.v
export SDC_FILE = /design/flow/constraint.sdc
export NUM_CORES = 4
export LEC_CHECK = 1
export CORE_UTILIZATION = 40
$ cat ./constraint.sdc
current_design UART_RX_top

set clk_period 3.9
set clk_io_pct 0.2

create_clock -name clk0 -period $clk_period [get_ports {CLK}]

set non_clock_inputs [all_inputs -no_clocks]
set_input_delay [expr $clk_period * $clk_io_pct] -clock clk0 $non_clock_inputs
set_output_delay [expr $clk_period * $clk_io_pct] -clock clk0 [all_outputs]
$ cat ./design.v
module data_sampling(
  input dat_samp_en,
  input [5:0] edge_cnt,
  input RX_IN,
  input CLK,
  input RST,
  input [5:0] prescale,
  output reg sampled_bit
  );
  parameter ZERO=1'b0;
  parameter ZEROS=3'b0;
  parameter ONE=1'b1;
  reg [2:0] test_bits;
  reg complete_sample_flag;
  always @(posedge CLK or negedge RST)
  begin
    if(!RST)
      begin
       sampled_bit<=ZERO;
       test_bits<=ZEROS;
       complete_sample_flag<=ZERO;
     end
     else if(dat_samp_en)
       begin
         if(prescale==6'd8)
           begin
         if(edge_cnt==6'd3)
           test_bits[0]<=RX_IN;
         else if(edge_cnt==6'd4)
           test_bits[1]<=RX_IN;
         else if(edge_cnt==6'd5)
           begin
           test_bits[2]<=RX_IN;
           complete_sample_flag<=ONE;
         end
       end
     else if(prescale==6'd16)
           begin
         if(edge_cnt==6'd7)
           test_bits[0]<=RX_IN;
         else if(edge_cnt==6'd8)
           test_bits[1]<=RX_IN;
         else if(edge_cnt==6'd9)
           begin
           test_bits[2]<=RX_IN;
           complete_sample_flag<=ONE;
         end
       end
     else if(prescale==6'd32)
           begin
         if(edge_cnt==6'd15)
           test_bits[0]<=RX_IN;
         else if(edge_cnt==6'd16)
           test_bits[1]<=RX_IN;
         else if(edge_cnt==6'd17)
           begin
           test_bits[2]<=RX_IN;
           complete_sample_flag<=ONE;
         end
       end
         if(complete_sample_flag)
           begin
             case (test_bits)
               3'b000:
               sampled_bit<=ZERO;
               3'b001:
               sampled_bit<=ZERO;
               3'b010:
               sampled_bit<=ZERO;
               3'b011:
               sampled_bit<=ONE;
               3'b100:
               sampled_bit<=ZERO;
               3'b101:
               sampled_bit<=ONE;
               3'b110:
               sampled_bit<=ONE;
               3'b111:
               sampled_bit<=ONE;
             endcase
           end
       end
  end
endmodule
module deserializer(
  input deser_en,
  input sampled_bit,
  input CLK,
  input RST,
  output reg [7:0] P_DATA,
  input [3:0] bit_cnt,
  input PAR_EN
  );
  reg [4:0] counter;
  parameter ZEROS=8'b0;
  always @(posedge CLK or negedge RST) begin
    if (!RST) begin
        P_DATA <= ZEROS;
    end else if (deser_en) begin
        P_DATA[bit_cnt-1] <= sampled_bit;
    end 
end
endmodule
module edge_bit_counter(
  input enable,
  input CLK,
  input RST,
  output reg [3:0] bit_cnt,
  output reg [5:0] edge_cnt,
  input [5:0] prescale,
  input PAR_EN,
  input from_parity
  );
  always @(posedge CLK or negedge RST)
  begin
    if(!RST)
      begin
        bit_cnt<=1'd0;
        edge_cnt<=6'd0;
      end
    else if(enable)
      begin
        edge_cnt<=edge_cnt+1;
        if(edge_cnt==prescale-1)
          begin
            if((bit_cnt==4'd10&&PAR_EN) ||((bit_cnt==4'd9)&&!PAR_EN))
              begin
                bit_cnt<=4'd0;
                edge_cnt<=6'd0;
                end
                else
                  begin
                    bit_cnt<=bit_cnt+1;
                    edge_cnt<=6'd0;
                    end
            end
        end
end
endmodule
module FSM(
  input RX_IN,
  input PAR_EN,
  input [5:0] edge_cnt,
  input [3:0] bit_cnt,
  input par_err,
  input strt_glitch,
  input stp_err,
  input CLK,
  input RST,
  input [5:0] prescale,
  output reg dat_samp_en,
  output reg enable,
  output reg par_chk_en,
  output reg strt_chk_en,
  output reg stp_chk_en,
  output reg deser_en,
  output reg data_valid,
  output reg from_parity
  );
  parameter IDLE=3'b000;
  parameter START=3'b001;
  parameter DATA=3'b011;
  parameter PARITY=3'b010;
  parameter STOP=3'b110;
  parameter VALID=3'b111;
  parameter ON=1'b1;
  parameter CORRECT=1'b1;
  parameter INCORRECT=1'b0;
  parameter OFF=1'b0;
  reg [2:0] current_state;
  reg [2:0] next_state;
  wire edge_6;
  wire edge_14;
  wire edge_30;
  wire edge_7;
  wire edge_15;
  wire edge_31;
  wire data_valid_c;
  reg delay_parity;
  reg error_detected;
  always @(posedge CLK or negedge RST)
  begin
    if(!RST)
      current_state<=IDLE;
    else
      current_state<=next_state;
  end
  always @(posedge CLK or negedge RST)
  begin
    if(!RST)
      delay_parity<=1'b0;
    else if(PAR_EN)
      delay_parity<=1'b1;
    else
      delay_parity<=1'b0;
  end
  always @(posedge CLK or negedge RST) begin
    if (!RST)
      error_detected <= 1'b0;
    else if (strt_glitch || stp_err || par_err)
      error_detected <= 1'b1;  
    else if ((!RX_IN&&(current_state==START))||(RX_IN&&current_state==IDLE))
      error_detected <= 1'b0;  
  end
  always @(*)
  begin
    case (current_state)
      IDLE:
      begin
      if(!RX_IN)
        begin
        next_state=START;
        enable=ON;
        dat_samp_en=ON;
      end
      else
        begin
        next_state=IDLE;
        enable=OFF;
        dat_samp_en=OFF;
      end
      end
      START:
      begin
        if(edge_cnt==prescale-1)
          begin
            enable=ON;
        dat_samp_en=ON;
        next_state=DATA;
      end
        else
          begin
          enable=ON;
        dat_samp_en=ON;
        next_state=START;
      end
      end
      DATA:
      begin
          if(edge_cnt==prescale-1&&bit_cnt==4'd8)
            begin
              if(delay_parity)
                begin
                next_state=PARITY;
                enable=ON;
        dat_samp_en=ON;
      end
              else
                begin
                  enable=ON;
        dat_samp_en=ON;
                next_state=STOP;
              end
              end
            else
              begin
                enable=ON;
        dat_samp_en=ON;
              next_state=DATA;
            end
      end
      PARITY:
      if(edge_cnt==prescale-1)
        begin
        next_state=STOP;
        enable=ON;
        dat_samp_en=ON;
      end
      else
        begin
      next_state=PARITY;
      enable=ON;
        dat_samp_en=ON;
      end
     STOP: begin
        if (RX_IN && edge_cnt == prescale-1)
          begin
            enable=ON;
          next_state = IDLE;
          dat_samp_en=OFF;
      end   
        else if (!RX_IN && edge_cnt == prescale-1)
          begin
          enable=ON;
        dat_samp_en=ON;
          next_state = START;
        end   
        else
          begin
            enable=ON;
        dat_samp_en=ON;
          next_state = STOP;
        end
end
 default:
        begin
          next_state=IDLE;
          dat_samp_en=OFF;
        enable=OFF;
end
    endcase
  end
  always @(*)
  begin
        par_chk_en=OFF;
        strt_chk_en=OFF;
        stp_chk_en=OFF;
        deser_en=OFF;
        from_parity=OFF;
    case (current_state)
      IDLE:
      begin
        par_chk_en=OFF;
        strt_chk_en=OFF;
        stp_chk_en=OFF;
        deser_en=OFF;
      end
      START:
      begin
         if(edge_6||edge_14||edge_30)
        strt_chk_en=ON;
      else
        strt_chk_en=OFF;
      end
      DATA:
      begin
        if((edge_7||edge_15||edge_31))
        deser_en=ON;
        else
        deser_en=OFF;  
      end
      PARITY:
      begin
         if(edge_6||edge_14||edge_30)
        par_chk_en=ON;
      else
        par_chk_en=OFF;
        from_parity=ON;
      end
      STOP:
      begin
        if(edge_7||edge_15||edge_31)
        stp_chk_en=ON;
      else
        stp_chk_en=OFF;
      end
  endcase
    end
    always @ (posedge CLK or negedge RST)
    begin
if(!RST)
  data_valid<=1'b0;
  else
    data_valid<=data_valid_c;
    end
    assign data_valid_c=(!error_detected&&!stp_err&&!strt_glitch&&!par_err)&&((bit_cnt==4'd9&&!PAR_EN||bit_cnt==4'd10&&PAR_EN)&&(edge_cnt==prescale-1));
    assign edge_6=(edge_cnt==5'd6&&prescale==6'd8);
    assign edge_14=(edge_cnt==5'd14&&prescale==6'd16);
    assign edge_30=(edge_cnt==5'd30&&prescale==6'd32);
    assign edge_7=(edge_cnt==5'd7&&prescale==6'd8);
    assign edge_15=(edge_cnt==5'd15&&prescale==6'd16);
    assign edge_31=(edge_cnt==5'd31&&prescale==6'd32);
endmodule
module parity_check(
  input par_chk_en,
  input sampled_bit,
  input PAR_TYP,
  input CLK,
  input RST,
input [7:0] P_DATA,
  output reg par_err
  );
  wire test_parity_even;
  wire test_parity_odd;
  parameter EVEN=1'b0;
  parameter ODD=1'b1;
  always @(posedge CLK or negedge RST)
  begin
    if(!RST)
      par_err<=1'b0;
    else if(par_chk_en)
      begin
        if(PAR_TYP==EVEN)
          begin
            if(sampled_bit==test_parity_even)
              par_err<=1'b0;
            else
              par_err<=1'b1;
          end
        else if(PAR_TYP==ODD)
          begin
            if(sampled_bit==test_parity_odd)
              par_err<=1'b0;
            else
              par_err<=1'b1;
          end
      end
      else
          par_err<=1'b0;
  end
  assign test_parity_even=^P_DATA;
  assign test_parity_odd=~(^P_DATA);
endmodule
module strt_check(
  input strt_chk_en,
  input sampled_bit,
  output reg strt_glitch,
  input CLK,
  input RST
  );
  always @(*)
  begin
    if(strt_chk_en)
      begin
        if(sampled_bit!=1'b0)
          strt_glitch=1'b1;
        else
          strt_glitch=1'b0;
        end
      else
        strt_glitch=1'b0;
  end
endmodule
module stop_check(
  input stp_chk_en,
  input sampled_bit,
  output reg stp_err,
  input CLK,
  input RST
  );
   always @(*)
  begin
   if(stp_chk_en)
     begin
       if(sampled_bit!=1'b1)
         stp_err=1'b1;
       else
         stp_err=1'b0;
         end
         else
           stp_err=1'b0;
end
endmodule
module UART_RX_top(
  input RX_IN,
  input PAR_EN,
  input PAR_TYP,
  input [5:0] prescale,
  input CLK,
  input RST,
  output wire data_valid,
  output wire [7:0] P_DATA
  );
  wire [3:0] bit_cnt;
  wire par_err;
  wire strt_glitch;
  wire stp_err;
  wire [5:0] edge_cnt;
  wire enable;
  wire dat_samp_en;
  wire par_chk_en;
  wire strt_chk_en;
  wire stp_chk_en;
  wire sampled_bit;
  wire deser_en;
  wire from_parity;
  wire parity_enable_delayed;
  wire PAR_EN_delayed;
  FSM U_FSM(
  .PAR_EN(PAR_EN),
  .RX_IN(RX_IN),
  .dat_samp_en(dat_samp_en),
  .edge_cnt(edge_cnt),
  .bit_cnt(bit_cnt),
  .enable(enable),
  .par_chk_en(par_chk_en),
  .par_err(par_err),
  .strt_chk_en(strt_chk_en),
  .strt_glitch(strt_glitch),
  .stp_chk_en(stp_chk_en),
  .stp_err(stp_err),
  .data_valid(data_valid),
  .deser_en(deser_en),
  .CLK(CLK),
  .RST(RST),
  .prescale(prescale),
  .from_parity(from_parity)
  );
  edge_bit_counter U_edge_bit_counter(
  .bit_cnt(bit_cnt),
  .enable(enable),
  .edge_cnt(edge_cnt),
  .CLK(CLK),
  .RST(RST),
  .prescale(prescale),
  .PAR_EN(PAR_EN),
  .from_parity(from_parity)
  );
  data_sampling U_data_sampling(
  .RX_IN(RX_IN),
  .prescale(prescale),
  .dat_samp_en(dat_samp_en),
  .edge_cnt(edge_cnt),
  .sampled_bit(sampled_bit),
  .CLK(CLK),
  .RST(RST)
  );
  deserializer U_deserializer(
  .deser_en(deser_en),
  .sampled_bit(sampled_bit),
  .P_DATA(P_DATA),
  .CLK(CLK),
  .RST(RST),
  .bit_cnt(bit_cnt),
  .PAR_EN(PAR_EN)
  );
  parity_check U_parity_check(
  .par_chk_en(par_chk_en),
  .par_err(par_err),
  .sampled_bit(sampled_bit),
  .PAR_TYP(PAR_TYP),
  .CLK(CLK),
  .RST(RST),
  .P_DATA(P_DATA)
  );
  strt_check U_strt_check(
  .strt_chk_en(strt_chk_en),
  .strt_glitch(strt_glitch),
  .sampled_bit(sampled_bit),
  .CLK(CLK),
  .RST(RST)
  );
  stop_check U_stop_check(
  .stp_chk_en(stp_chk_en),
  .stp_err(stp_err),
  .sampled_bit(sampled_bit),
  .CLK(CLK),
  .RST(RST)
  );
endmodule
$ cat ./run.sh
#!/bin/bash
# OpenROAD 26Q1-2900-gdf79404cd8, Yosys 0.63+post, stock flow scripts
make -C /OpenROAD-flow-scripts/flow DESIGN_CONFIG=/design/flow/config.mk WORK_HOME=/design/flow/orfs finish
==> results_slide.txt <==
Key Metrics from the Run

Run status
  • Status: complete, but fails checks
  • Failing checks: design-rule violations

Synthesis
  • Seq share, synth: 32.6%
  • Yosys synthesis chip area: 2460 sq um
  • Yosys Instances: 279
  • Seq cells post-synth: 32
  • Number of enable flip-flop cells: 0
  • Gate Count Post-Synth: 279
  • Count of cell types in the netlist: 55
  • Cell area after synthesis: 2460 sq um
  • Async set or reset register ratio after synthesis: 100%
  • Yosys warning tally: 7
  • Commonest register cell after synthesis: dfrtp_1
  • Avg Cell Area, Syn: 8.81 sq um

Route
  • DRC: 1
  • Pre-Repair DR Iteration Count: 45
  • Post-DRT Antenna Nets: 0
  • DRT iter0 DRCs: 122
  • N_diodes: 0
  • WL/cell: 14.2 um
  • Via count: 2011
  • Routed WL: 5220 um
  • DR vias/cell: 5.46

Worst setup path
  • CP max stage delay: 0.53 ns
  • Most used cell, CP: ha_1
  • CP max FO: 10
  • CP startpoint kind: flop
  • Crit path arrival time: 3.65 ns
  • CP Capture Type: flop
  • Worst Setup Path Type: reg2reg
  • Setup slack, reg-to-reg: 0.42 ns
  • Crit path DRT: 4.07 ns
  • Cells along the critical path: inv_1 -> ha_1 -> nand2_1 -> or3_1 -> ha_1 -> nand4b_1 -> nor4_1 -> nand4_1 -> nor3_1 -> nor2b_1 -> mux2_1
  • CP max-delay cell: dfrtp_1

GRT
  • Initial antenna violation count: 0
  • Grt ovf: 0
  • Largest net degree at the start of global routing: 33
  • Global-route wire length before repair: 8940 um
  • Gr usage total: 18.2%
  • Vias in the first global route: 1744

Final layout
  • Area Growth Syn to Fin: 13.7%
  • Layout cells sized above 1: 6.83%
  • Non-filler instance count after layout: 368
  • Final core occ: 47.2%

Placed design
  • DP HPWL: 3890 um
  • Placed cells: 360
  • I/O Buffers: 19
  • Routability Congestion: 0.869

STA
  • Worst-Margin Slew: 0.444 ns
  • Final max-slew violation count: 0
  • Final hold vios: 0
  • Final setup fails: 0
  • Hold WS: 0.447 ns
  • Max Freq: 0.288 GHz
  • Max-slew headroom: 70.3%
  • Setup TNS: 0 ns
  • Unrepaired setup endpoints after global routing: false
  • Final period util: 89.2%
  • Final setup skew: 0.00878 ns
  • Final min period: 3.48 ns

Clocking
  • Post-CTS Setup Inserts: 0
  • Clock Pin Slew Worst Setup and Hold Paths: 0.07 ns
  • Clk sinks: 32
  • H-tree levels: 2
  • Hold_buf cts: 0
  • Clock Root Buffer: clkbuf_8
  • Cts repair resizes: 0
  • TritonCTS buffer count: 5
  • CTS tree: yes
  • Longest Clk Path Bufs: 2
  • Clk latency of the worst-skew pair: 0.28 ns

Floorplanning
  • Core ar.: 5920 sq um
  • I/O pin count: 20
  • Die H: 80.4 um
  • Width of the die: 80.4 um
  • FP Util: 41.5%
  • FP Rows: 28
  • Die Area: 6460 sq um

Job
  • Number of max-cap violations: 0
  • Stage-log warning count: 34

Power
  • Power Dens Cells: 599 nW/um^2
  • Total power: 0.00168 W
  • Lkg Pwr: 1.15 nW
  • Maximum VDD drop: 0.453 mV

Worst hold path
  • Hold/Removal Path Class: reg2reg
-- cell type report --
cell class              count  area (sq um)
fillers                   565          3130
multi-input cells         215          1520
flip-flops and latches     32           802
repair buffers             23           220
well taps                  75          93.8
clock buffers               6          72.6
inverters                  15          56.3
clock inverters             2          35.0
-- final timing paths --
| kind | start | cells after the start | to |
|---|---|---|---|
| setup / recovery | U_edge_bit_counter.bit_cnt[0] | 11 | U_deserializer.P_DATA[3] |
| hold / removal | U_parity_check.par_err | 2 | U_FSM.error_detected |
| setup reg to reg | U_edge_bit_counter.bit_cnt[0] | 11 | U_deserializer.P_DATA[3] |
| hold reg to reg | U_parity_check.par_err | 2 | U_FSM.error_detected |
| max in group asynchronous | RST | 2 | U_FSM.current_state[0] |
| min in group asynchronous | RST | 2 | U_deserializer.P_DATA[0] |
-- where the power goes --
group          leakage, nW  internal (W)  switching (W)
registers            0.416      0.000406       0.000156
clock network       0.0552      0.000189       0.000118
logic                0.680      0.000334       0.000471
-- cells in the final DEF, fill, tap and decap left out, types with 2 or more instances in the layout --
master           synthesis  routed
and2_1                   2       2
xnor2_1                 14      14
nand3_1                 11      11
nor2b_1                 10      10
nor2_1                  13      13
a31oi_1                  3       3
clkdlybuf4s50_1          0      19
nor3_1                  10      10
a211oi_1                 2       2
o21ai_0                  9       9
dfrtp_1                 31      31
and4b_1                  2       2
clkbuf_8                 0       5
xor2_1                   5       5
nor4_1                   5       5
a21oi_1                  6       6
buf_4                    0       4
and3b_1                  2       2
or4_1                    3       3
nand2_1                 19      19
or3_1                    9       9
inv_1                   14      14
nor4b_1                  2       2
nand4_1                  5       5
o21ai_1                 21      21
ha_1                    18      18
o211ai_1                 3       3
o2111ai_1                4       4
mux2_1                   8       8
mux2i_1                  2       2
nand4b_1                 4       4
nor3b_1                  2       2
-- critical path, delay by kind of cell, from the launching register on --
family	cells	cell delay, ns
adders and majority gates	2	0.73
buffers and inverters	1	0.19
DFF	1	0.53
muxes	1	0.33
and+or+nand+nor	7	1.58
-- through the flow --
stage / cell area, sq um / setup WS [ns]
after floorplan: 2460 / 0.788
after global placement: 2690 / 0.411
after detailed placement: 2690 / 0.333
after CTS: 2800 / 0.457
after global routing: 2800 / 0.177
final: 2800 / 0.422
-- cell usage after synthesis, types with 5 or more instances --
cell | count | share of area, %
a21oi_1 | 6 | 1.2
clkbuf_1 | 11 | 1.7
dfrtp_1 | 31 | 32
ha_1 | 18 | 9.2
inv_1 | 14 | 2.1
mux2_1 | 8 | 3.7
nand2_1 | 19 | 2.9
nand3_1 | 11 | 2.2
nand4_1 | 5 | 1.3
nor2_1 | 13 | 2.0
nor2b_1 | 10 | 2.5
nor3_1 | 10 | 2.0
nor4_1 | 5 | 1.3
o21ai_0 | 9 | 1.8
o21ai_1 | 21 | 4.3
or3_1 | 9 | 2.3
xnor2_1 | 14 | 5.0
xor2_1 | 5 | 1.8
-- layer usage --
metal	vias up	share of wire [%]	global-route usage [%]
met1	920	52	31.7
met3	8	4.9	3.11
met2	43	41	23.4
met4	0	2.0	3.39
li1	1040	-	-
met5	-	0	0
-- sequential cells by signal, summed over array words and instances (netlist names) --
| name | cells |
|---|---|
| U_deserializer.P_DATA | 8 |
| U_edge_bit_counter.edge_cnt | 6 |
| U_FSM.current_state | 5 |
| U_edge_bit_counter.bit_cnt | 4 |
| U_data_sampling.test_bits | 3 |
| U_FSM.data_valid | 1 |
| U_FSM.delay_parity | 1 |
| U_FSM.error_detected | 1 |
| U_data_sampling.complete_sample_flag | 1 |
| U_data_sampling.sampled_bit | 1 |
| U_parity_check.par_err | 1 |
-- logic make-up after synthesis --
family,share of synthesized area (%)
DFF,32.6
buffers and inverters,5.70
and+or+nand+nor,26.3
muxes,4.48
adders and majority gates,9.57
xor gates and xnor gates,6.77
AOI/OAI and AO/OA,14.6
No activity file was given, so power comes from the tool's default toggle rates.
